[flow/config.mk]
export PLATFORM = sky130hd
export DESIGN_NAME = uart_top
export DESIGN_NICKNAME = uart_top
export VERILOG_FILES = /design/flow/design.v
export SDC_FILE = /design/flow/constraint.sdc
export NUM_CORES = 4
export LEC_CHECK = 1
export CORE_UTILIZATION = 30
[flow/constraint.sdc]
current_design uart_top

set clk_period 6.1
set clk_io_pct 0.2

create_clock -name clk0 -period $clk_period [get_ports {clk}]

set non_clock_inputs [all_inputs -no_clocks]
set_input_delay [expr $clk_period * $clk_io_pct] -clock clk0 $non_clock_inputs
set_output_delay [expr $clk_period * $clk_io_pct] -clock clk0 [all_outputs]
[flow/design.v]
module counter
#(
    parameter NB_COUNTER = 32                      
) (
    output wire [NB_COUNTER - 1 : 0] o_counter,    
    output reg                       o_tick   ,    
    input wire  [NB_COUNTER - 1 : 0] i_tick_cmp,   
    input wire                       i_rst     ,   
    input wire                       clk           
);
    reg [NB_COUNTER - 1 : 0] counter_reg;   
    always @(posedge clk) begin
        if (i_rst) begin
            counter_reg <= {NB_COUNTER{1'b0}};
        end
        else begin
            if (counter_reg == i_tick_cmp)
                counter_reg <= {NB_COUNTER{1'b0}};
            else
                counter_reg <= counter_reg + 1'b1;
        end
    end
    always @(*) begin
        o_tick = 1'b0;
        if (counter_reg == i_tick_cmp)
            o_tick = 1'b1;
    end
    assign o_counter = counter_reg;
endmodule
module fifo 
#(
    parameter NB_DATA = 8,                                
    parameter NB_ADDR = 5                                 
) (
    output [NB_DATA - 1 : 0] o_rdata,                     
    output                   o_empty,                     
    output                   o_full ,                     
    input                    i_rd   ,                     
    input                    i_wr   ,                     
    input  [NB_DATA - 1 : 0] i_wdata,                     
    input                    i_rst  ,                     
    input                    clk                          
);
    localparam REG_DEPTH = 2**NB_ADDR;
    reg [NB_DATA - 1 : 0] reg_array [REG_DEPTH - 1 : 0];  
    reg [NB_ADDR - 1 : 0] w_ptr_reg;
    reg [NB_ADDR - 1 : 0] w_ptr_next;
    reg [NB_ADDR - 1 : 0] r_ptr_reg; 
    reg [NB_ADDR - 1 : 0] r_ptr_next;
    reg                   full_reg;
    reg                   full_next;
    reg                   empty_reg; 
    reg                   empty_next;
    wire wr_en;
    integer ptr;
    always @(posedge clk) begin
        if (i_rst) begin
            w_ptr_reg <= {NB_ADDR{1'b0}};
            r_ptr_reg <= {NB_ADDR{1'b0}};
            full_reg  <= 1'b0           ;
            empty_reg <= 1'b1           ;
        end
        else begin
            w_ptr_reg <= w_ptr_next;
            r_ptr_reg <= r_ptr_next;
            full_reg  <= full_next ;
            empty_reg <= empty_next;
        end
    end
    always @(posedge clk) begin
        if (i_rst)
            for (ptr = 0; ptr <  2**NB_ADDR; ptr = ptr + 1)
                reg_array[ptr] <= {NB_DATA{1'b0}};              
        else
            if (wr_en)
                reg_array[w_ptr_reg] <= i_wdata;
    end
    assign o_rdata = reg_array[r_ptr_reg];
    assign wr_en = i_wr & ~full_reg;
    always @(*) begin
        w_ptr_next = w_ptr_reg;
        r_ptr_next = r_ptr_reg;
        full_next  = full_reg ;
        empty_next = empty_reg;
        case ({i_wr,i_rd})
            2'b01:  
                if (~empty_reg) begin
                    r_ptr_next = r_ptr_reg + 1'b1;
                    full_next = 1'b0;
                    if ((r_ptr_reg + 1'b1) == w_ptr_reg)
                        empty_next = 1'b1;
                end
            2'b10:  
                if (~full_reg) begin
                    w_ptr_next = w_ptr_reg + 1'b1;
                    empty_next = 1'b0;
                    if ((w_ptr_reg + 1'b1) == r_ptr_reg)
                        full_next = 1'b1;
                end
            2'b11: begin  
                w_ptr_next = w_ptr_reg + 1'b1;
                r_ptr_next = r_ptr_reg + 1'b1;
            end 
            default: begin
                w_ptr_next = w_ptr_reg;
                r_ptr_next = r_ptr_reg;
                full_next  = full_reg ;
                empty_next = empty_reg;
            end
        endcase
    end
    assign o_full  = full_reg ;
    assign o_empty = empty_reg;
endmodule
module uart_rx 
#(
    parameter NB_DATA = 8                        
) (
    output wire [NB_DATA - 1 : 0] o_data   ,     
    output reg                    o_rx_done,     
    input                         i_rx     ,     
    input                         i_stick  ,     
    input                         i_rst    ,     
    input                         clk            
);
    localparam NB_TCOUNT = 4;                    
    localparam NB_STATE  = 4;
    localparam [NB_STATE - 1 : 0] IDLE  = 4'b0001;
    localparam [NB_STATE - 1 : 0] START = 4'b0010;
    localparam [NB_STATE - 1 : 0] DATA  = 4'b0100;
    localparam [NB_STATE - 1 : 0] STOP  = 4'b1000;
    reg [NB_STATE  - 1 : 0] state_reg;
    reg [NB_STATE  - 1 : 0] next_state;
    reg [NB_DATA   - 1 : 0] data_reg;
    reg [NB_DATA   - 1 : 0] data_next;
    reg [NB_TCOUNT - 1 : 0] tick_counter_reg;
    reg [NB_TCOUNT - 1 : 0] tick_counter_next;
    reg [NB_DATA   - 1 : 0] bit_counter_reg;
    reg [NB_DATA   - 1 : 0] bit_counter_next;
    always @(posedge clk) begin
        if (i_rst) begin
            state_reg        <= IDLE;
            data_reg         <= {NB_DATA{1'b0}};
            tick_counter_reg <= {NB_TCOUNT{1'b0}};
            bit_counter_reg  <= {NB_DATA{1'b0}};
        end
        else begin
            state_reg        <= next_state;
            data_reg         <= data_next;
            tick_counter_reg <= tick_counter_next;
            bit_counter_reg  <= bit_counter_next;
        end
    end
    always @(*) begin
        o_rx_done         = 1'b0;
        next_state        = state_reg;
        data_next         = data_reg;
        tick_counter_next = tick_counter_reg;
        bit_counter_next  = bit_counter_reg;
        case (state_reg)
            IDLE: begin
                if (~i_rx) begin
                    next_state        = START;
                    tick_counter_next = {NB_TCOUNT{1'b0}};
                end
            end
            START: begin
                if (i_stick) begin
                    if (tick_counter_reg == 4'b0111) begin
                        next_state        = DATA;
                        tick_counter_next = {NB_TCOUNT{1'b0}};
                        bit_counter_next  = {NB_DATA{1'b0}};
                    end
                    else
                        tick_counter_next = tick_counter_reg + 1'b1;
                end
            end
            DATA: begin
                if (i_stick) begin
                    if (tick_counter_reg == 4'b1111) begin
                        tick_counter_next = {NB_TCOUNT{1'b0}};
                        data_next         = {i_rx, data_reg[NB_DATA - 1 : 1]};
                        if (bit_counter_reg == 3'b111)
                            next_state = STOP;
                        else
                            bit_counter_next = bit_counter_reg + 1'b1;
                    end
                    else
                        tick_counter_next = tick_counter_reg + 1'b1;
                end
            end
            STOP: begin
                if (i_stick) begin
                    if (tick_counter_reg == 4'b1111) begin
                        if (i_rx == 1'b1) begin
                            next_state = IDLE;
                            o_rx_done  = 1'b1;
                        end
                        else
                            next_state = IDLE;
                    end
                    else
                        tick_counter_next = tick_counter_reg + 1'b1;
                end
            end
            default: begin
                next_state        = IDLE;
                o_rx_done         = 1'b1;
                tick_counter_next = {NB_TCOUNT{1'b0}};
                bit_counter_next  = {NB_DATA{1'b0}};
            end
        endcase
    end
    assign o_data = data_reg;
endmodule
module uart_top
# (
    parameter NB_COUNTER   = 32,                            
    parameter NB_DATA      = 8 ,                            
    parameter NB_FIFO_ADDR = 5                              
) (
    output wire                      o_tx      ,            
    output wire                      o_tx_done ,            
    output wire                      o_tx_empty,            
    output wire                      o_tx_full ,            
    output wire [NB_DATA    - 1 : 0] o_rdata   ,            
    output wire                      o_rx_done ,            
    output wire                      o_rx_empty,            
    output wire                      o_rx_full ,            
    input  wire                        i_rx      ,          
    input  wire                        i_tx_start,          
    input  wire                        i_rd      ,          
    input  wire                        i_wr      ,          
    input  wire [NB_DATA      - 1 : 0] i_wdata   ,          
    input  wire [NB_COUNTER   - 1 : 0] i_tick_cmp,          
    input  wire                        i_rst     ,          
    input  wire                        clk                  
);
    reg rx_done_reg ;
    reg tx_start_reg;
    reg tick_buffer ;
    assign o_rx_done = rx_done_reg;
    wire                   baud_rate_gen_tick_to_uart   ;   
    wire [NB_DATA - 1 : 0] uart_rx_data_to_fifo_rx_wdata;   
    wire                   uart_rx_done                 ;   
    wire [NB_DATA - 1 : 0] fifo_tx_rdata_to_uart_tx     ;   
    counter
    #(
        .NB_COUNTER (NB_COUNTER)
    )
        u_baud_rate_gen
        (
            .o_counter  (                          ),  
            .o_tick     (baud_rate_gen_tick_to_uart),
            .i_tick_cmp (i_tick_cmp                ),
            .i_rst      (i_rst                     ),
            .clk        (clk                       ) 
        );
    uart_rx
    #(
        .NB_DATA (NB_DATA)
    )
        u_uart_rx
        (
            .o_data    (uart_rx_data_to_fifo_rx_wdata),
            .o_rx_done (uart_rx_done                 ),
            .i_rx      (i_rx                         ),
            .i_stick   (tick_buffer                  ),
            .i_rst     (i_rst                        ),
            .clk       (clk                          )
        );
    fifo
    #(
        .NB_DATA (NB_DATA     ),
        .NB_ADDR (NB_FIFO_ADDR)
    )
        u_uart_rx_fifo
        (
            .o_rdata (o_rdata                      ),
            .o_empty (o_rx_empty                   ),
            .o_full  (o_rx_full                    ),
            .i_rd    (i_rd                         ),
            .i_wr    (uart_rx_done                 ),
            .i_wdata (uart_rx_data_to_fifo_rx_wdata),
            .i_rst   (i_rst                        ),
            .clk     (clk                          ) 
        );
    uart_tx
    #(
        .NB_DATA (NB_DATA)
    )
        u_uart_tx
        (
            .o_tx       (o_tx                      ),
            .o_tx_done  (o_tx_done                 ),
            .i_data     (fifo_tx_rdata_to_uart_tx  ),
            .i_tx_start (tx_start_reg              ),
            .i_stick    (tick_buffer               ), 
            .i_rst      (i_rst                     ),
            .clk        (clk                       ) 
        );
    fifo
    #(
        .NB_DATA (NB_DATA     ),
        .NB_ADDR (NB_FIFO_ADDR)
    )
        u_uart_tx_fifo
        (
            .o_rdata (fifo_tx_rdata_to_uart_tx),
            .o_empty (o_tx_empty              ),
            .o_full  (o_tx_full               ),
            .i_rd    (tx_start_reg            ),
            .i_wr    (i_wr | i_tx_start       ),
            .i_wdata (i_wdata                 ),
            .i_rst   (i_rst                   ),
            .clk     (clk                     ) 
        );
    always @(posedge clk) begin
        tick_buffer <= baud_rate_gen_tick_to_uart;
    end
    always @(posedge clk) begin
        if (i_rst) begin
            rx_done_reg = 1'b0;
        end
        else begin
            if (uart_rx_done) begin
                rx_done_reg = 1'b1;
            end
            else begin
                rx_done_reg = 1'b0;
            end
        end
    end
    always @(posedge clk) begin
        if (i_rst) begin
            tx_start_reg <= 1'b0;
        end
        else begin
            if (i_tx_start) begin
                tx_start_reg <= 1'b1;
            end
            else begin
                tx_start_reg <= 1'b0;
            end
        end
    end
endmodule
module uart_tx 
#(
    parameter NB_DATA = 8                        
) (
    output wire                   o_tx      ,    
    output reg                    o_tx_done ,    
    input       [NB_DATA - 1 : 0] i_data    ,    
    input                         i_tx_start,    
    input                         i_stick   ,    
    input                         i_rst     ,    
    input                         clk            
);
    localparam NB_TCOUNT = 4;                    
    localparam NB_STATE  = 4;
    localparam [NB_STATE - 1 : 0] IDLE  = 4'b0001;
    localparam [NB_STATE - 1 : 0] START = 4'b0010;
    localparam [NB_STATE - 1 : 0] DATA  = 4'b0100;
    localparam [NB_STATE - 1 : 0] STOP  = 4'b1000;
    reg [NB_STATE  - 1 : 0] state_reg;
    reg [NB_STATE  - 1 : 0] next_state;
    reg [NB_DATA   - 1 : 0] data_reg;
    reg [NB_DATA   - 1 : 0] data_next;
    reg [NB_TCOUNT - 1 : 0] tick_counter_reg;
    reg [NB_TCOUNT - 1 : 0] tick_counter_next;
    reg [NB_DATA   - 1 : 0] bit_counter_reg;
    reg [NB_DATA   - 1 : 0] bit_counter_next;
    reg                     tx_reg;
    reg                     tx_next;
    assign o_tx = tx_reg;
    always @(posedge clk) begin
        if (i_rst) begin
            state_reg        <= IDLE;
            data_reg         <= {NB_DATA{1'b0}};
            tick_counter_reg <= {NB_TCOUNT{1'b0}};
            bit_counter_reg  <= {NB_DATA{1'b0}};
            tx_reg           <= 1'b1;
        end
        else begin
            state_reg        <= next_state;
            data_reg         <= data_next;
            tick_counter_reg <= tick_counter_next;
            bit_counter_reg  <= bit_counter_next;
            tx_reg           <= tx_next;
        end
    end
    always @(*) begin
        o_tx_done         = 1'b0;
        next_state        = state_reg;
        data_next         = data_reg;
        tick_counter_next = tick_counter_reg;
        bit_counter_next  = bit_counter_reg;
        tx_next           = tx_reg;
        case (state_reg)
            IDLE: begin
                tx_next = 1'b1;
                if (i_tx_start) begin
                    next_state        = START;
                    tick_counter_next = {NB_TCOUNT{1'b0}};
                    data_next         = i_data;
                end
            end
            START: begin
                tx_next = 1'b0;
                if (i_stick) begin
                    if (tick_counter_reg == 4'b1111) begin
                        next_state        = DATA;
                        tick_counter_next = {NB_TCOUNT{1'b0}};
                        bit_counter_next  = {NB_DATA{1'b0}};
                    end
                    else
                        tick_counter_next = tick_counter_reg + 1'b1;
                end
            end
            DATA: begin
                tx_next = data_reg[0];
                if (i_stick) begin
                    if (tick_counter_reg == 4'b1111) begin
                        tick_counter_next = {NB_TCOUNT{1'b0}};
                        data_next         = data_reg >> 1;
                        if (bit_counter_reg == 3'b111)
                            next_state = STOP;
                        else
                            bit_counter_next = bit_counter_reg + 1'b1;
                    end
                    else
                        tick_counter_next = tick_counter_reg + 1'b1;
                end
            end
            STOP: begin
                tx_next = 1'b1;
                if (i_stick) begin
                    if (tick_counter_reg == 4'b1111) begin
                        next_state = IDLE;
                        o_tx_done  = 1'b1;
                    end
                    else
                        tick_counter_next = tick_counter_reg + 1'b1;
                end
            end
            default: begin
                next_state        = IDLE;
                tx_next           = 1'b1;
                tick_counter_next = {NB_TCOUNT{1'b0}};
                bit_counter_next  = {NB_DATA{1'b0}};
            end
        endcase
    end
endmodule
[flow/run.sh]
#!/bin/bash
# OpenROAD 26Q1-2900-gdf79404cd8, Yosys 0.63+post, stock flow scripts
make -C /OpenROAD-flow-scripts/flow DESIGN_CONFIG=/design/flow/config.mk WORK_HOME=/design/flow/orfs finish
==> reports/summary.json <==
{
  "global_route": {
    "grt_antenna_before_repair": 4,
    "grt.total_usage": 0.153,
    "global_route_wire_length_before_repair_um": 109000,
    "first_global_vias": 18100,
    "grt_overflow": 0,
    "pin_count_of_the_biggest_net_entering_global_routing": 67
  },
  "place": {
    "port_bufs": 60,
    "post-place-ws_ns": 1.95,
    "dpl.hpwl_um": 46500,
    "place_congestion": 0.932
  },
  "logic_synthesis": {
    "enable_flop_cells": 512,
    "yosys-stat-cells": 2173,
    "yosys.stat.seqShare": 0.602,
    "largest_type_area_fraction": 0.522,
    "synth.ff_latch_count": 630,
    "synthDistinctLibCells": 64,
    "post_synth_main_area_contributors": "edfxtp_1, and2_1, mux4_2",
    "yosysWarnings": 5,
    "dominantRegCellSynth": "edfxtp_1",
    "avgSynthCellArea_um2": 13.6,
    "synthesized_area_um2": 29500,
    "postSynthCellCount": 2173,
    "area_figure_in_the_yosys_stat_output_um2": 29500,
    "ys_async_sr_fraction": 0,
    "yosysTopAreaCell": "edfxtp_1"
  },
  "timing": {
    "setup_viol_count_final": 0,
    "clock_skew_ns": 0.0273,
    "totalNegativeSetupSlack_ns": 0,
    "setup_slack_ns": 1.35,
    "rsz_0062_raised_after_global_routing": "no",
    "hold_violations": 0,
    "clock.fmax_mhz": 210,
    "timing_worst_slew_pin_value_ns": 1.02,
    "final_max_slew_viol_count": 0,
    "timing.max_slew.rel_slack": 0.310,
    "finalCritPeriodShare": 0.780,
    "min_period_ns": 4.75
  },
  "floorplanning": {
    "floorplan.core_util": 0.304,
    "cell_row_count": 114,
    "core_area_um2": 97000,
    "pin_count": 61,
    "die_w_um": 315,
    "fp.dieH_um": 315,
    "chip_area_um2": 99500
  },
  "detailed_routing": {
    "route.vias.total": 17500,
    "drt-total-wl_um": 71000,
    "post-route-drc-count": 0,
    "drt-vias-per-instance": 4.88,
    "length_of_the_first_detailed_routing_pass_in_iterations": 26,
    "postRouteAntennaNets": 0,
    "wl_per_cell_um": 19.8,
    "drt-initial-drc-count": 1111
  },
  "clock_tree": {
    "cts.repair.resized": 0,
    "cts.path.max_buffers": 3,
    "clock_transition_at_the_registers_of_the_reported_paths_ns": 0.06,
    "root_buffer": "clkbuf_16",
    "post-cts-setup-buffers": 0,
    "clock.latency.late_pin_ns": 0.63,
    "cts.hold.buffers_added": 0,
    "cts.sinks": 630,
    "cts_tree": "built",
    "clock_buffers_created_by_tritoncts": 68,
    "htree_num_levels": 3
  },
  "power_and_ir_drop": {
    "fraction_of_power_consumed_by_combinational_cells": 0.070,
    "peakVddDrop_uv": 189,
    "p_leak_nw": 11.7,
    "seqPwrFrac": 0.508,
    "design_power_total_w": 0.00970,
    "total_switching_power_w": 0.00220,
    "power_density_nw_per_um2": 285,
    "switching_share": 0.227,
    "internal-power_w": 0.00750,
    "clkPwrFrac": 0.422
  },
  "run": {
    "timing.max_cap.violations": 0,
    "log.warning_count": 31
  },
  "worst_setup_path": {
    "critical_path_class": "reg -> out",
    "timing.critical_path.required_ns": 4.88,
    "worst-path-max-fanout": 40,
    "start_kind": "register",
    "data_arrival_time_of_the_critical_path_ns": 3.53,
    "endpoint_type_of_the_worst_setup_path": "output pin"
  },
  "final_layout": {
    "post-route-util": 0.350,
    "synth_to_layout_area_growth_pct": 15.3,
    "drive_gt1_frac": 0.152,
    "final.fill_count": 9069
  },
  "worst_hold_path": {
    "timing.hold.worst.class": "reg -> reg"
  },
  "run_status": {
    "status": "complete, no violations"
  }
}
==> cells in the mapped netlist, drive strengths merged (28+ instances only) <==
master / n
xnor2: 30
o21ai: 82
nand4: 28
edfxtp: 512
a21oi: 33
xor2: 71
mux2i: 30
nand2: 53
clkbuf: 101
buf: 37
mux4: 151
nand3: 51
and2: 518
nor2: 156
dfxtp: 118
==> area by class of cell <==
type | count | area (um^2) | share of cell area
timing repair buffer | 152 | 1300 | 0.0382
clock buffer | 86 | 1860 | 0.0548
tap | 1276 | 1600 | 0.0470
multi-input combinational | 1383 | 11000 | 0.325
clock inverter | 36 | 354 | 0.0104
inverter | 22 | 82.6 | 0.00243
antenna | 1 | 2.50 | 0.0000736
sequential | 630 | 17700 | 0.522
==> per-stage QoR <==
stage / instance area, um^2 / cells / hold WS, ns
finish: 34000 / 3586 / 0.475
global route: 34000 / 3586 / 0.496
CTS: 34000 / 3585 / 0.477
detailed placement: 31800 / 3463 / 0.466
global placement: 31800 / 3463 / 0.448
floorplan: 29500 / 2173 / 0.436
==> routing by layer <==
metal | vias up | share of wire | wire (um) | track usage
li1 | 8121 | - | - | -
met1 | 8365 | 0.39 | 27500 | 0.196
met2 | 868 | 0.46 | 32600 | 0.229
met3 | 132 | 0.12 | 8800 | 0.0862
met4 | 8 | 0.027 | 1880 | 0.0348
met5 | - | 0.0036 | 253 | 0.0175
==> worst paths after layout <==
| kind | slack (ns) | startpoint | endpoint | depth (start not counted) |
|---|---|---|---|---|
| hold / removal | 0.48 | u_uart_tx.data_reg[7] | u_uart_tx.data_reg[7] | 2 |
| hold reg to reg | 0.48 | u_uart_tx.data_reg[7] | u_uart_tx.data_reg[7] | 2 |
| setup / recovery | 1.35 | register | o_rdata[1] | 5 |
| setup reg to reg | 2.72 | register | u_uart_tx.data_reg[0] | 5 |
==> cell families (layout without fill, tap and decap cells) <==
logic type	Yosys count	in the layout	share of synthesized area
other	0	1	0
adder cells (fa/ha/maj)	15	15	0.00637
buffers and inverters	160	296	0.0234
AND-OR/OR-AND	160	160	0.0313
XOR/XNOR	101	101	0.0300
multiplexers	189	189	0.131
flip-flops	630	630	0.602
AND/OR/NAND/NOR	918	918	0.176
==> power by group through the flow <==
| stage | combinational, W | clock [W] | sequential, W |
|---|---|---|---|
| after CTS | 0.000692 | 0.00417 | 0.00493 |
| after global routing | 0.000741 | 0.00433 | 0.00495 |
| final | 0.000684 | 0.00409 | 0.00493 |
==> worst max-delay path, cell delays in order (launching register included) <==
cell and delay [ns]:
dfxtp_2 0.68, buf_4 0.55, mux4_2 0.40, mux4_2 0.51, mux2_2 0.30, clkdlybuf4s50_1 0.43
==> placed cells by master (no fill, tap or decap), types with 14 or more instances in the layout <==
| cell type | n |
|---|---|
| a21oi_1 | 33 |
| and2_1 | 517 |
| buf_4 | 91 |
| clkbuf_16 | 70 |
| clkdlybuf4s50_1 | 59 |
| dfxtp_1 | 114 |
| edfxtp_1 | 512 |
| ha_1 | 15 |
| inv_1 | 21 |
| mux2i_1 | 30 |
| mux4_1 | 16 |
| mux4_2 | 135 |
| nand2_1 | 53 |
| nand3_1 | 51 |
| nand4_1 | 28 |
| nor2_1 | 154 |
| nor3_1 | 22 |
| nor4_1 | 14 |
| o21ai_0 | 79 |
| or3_1 | 18 |
| xnor2_1 | 30 |
| xor2_1 | 71 |
Power and IR drop assume default switching activity.
