$ cat flow/run.sh
#!/bin/bash
# OpenROAD 26Q1-2900-gdf79404cd8, Yosys 0.63+post, stock flow scripts
make -C /OpenROAD-flow-scripts/flow DESIGN_CONFIG=/design/flow/config.mk WORK_HOME=/design/flow/orfs finish
$ cat flow/config.mk
export PLATFORM = sky130hd
export DESIGN_NAME = mem_forwarding_unit
export DESIGN_NICKNAME = mem_forwarding_unit
export VERILOG_FILES = /design/flow/design.v
export SDC_FILE = /design/flow/constraint.sdc
export NUM_CORES = 4
export LEC_CHECK = 1
export CORE_AREA = 10 10 70 70
export DIE_AREA = 0 0 80 80
$ cat flow/constraint.sdc
current_design mem_forwarding_unit

set clk_period 1.8
set clk_io_pct 0.2

create_clock -name clk0 -period $clk_period

set non_clock_inputs [all_inputs -no_clocks]
set_input_delay [expr $clk_period * $clk_io_pct] -clock clk0 $non_clock_inputs
set_output_delay [expr $clk_period * $clk_io_pct] -clock clk0 [all_outputs]
$ cat flow/design.v
module mem_forwarding_unit 
#(
) (
    output reg [1:0] o_forward_b,      
    input wire [4:0] i_mem_rs2    ,    
    input wire [4:0] i_wb_rd      ,    
    input wire       i_wb_RegWrite     
);
    always @(*) begin
        o_forward_b = 2'b00;
        if (i_wb_RegWrite && (i_wb_rd != 0) && (i_wb_rd == i_mem_rs2)) begin
            o_forward_b = 2'b01;  
        end
    end
endmodule
==> summary.txt <==
synthesized area - 87.6 sq um
Hold WS - 1.39 ns
Die Wd - 80 microns
Seq share, synth - 0%
number of port buffers - 12
Leak Pwr - 0.0911 nW
total global routing overflow - 0
dpl hpwl - 352 microns
post-layout utilization of the core - 7.25%
hold-fix buffers at CTS - 0
crit path launch type - input pin
Net Sw Frac - 35.3%
Critical Path End Type - primary output
Post CTS Setup Buffer Count - 0
seq_cells - 0
post-route ant nets - 0
syn avg cell area - 7.30 sq um
Worst Setup Path Type - in -> out
clock share of power - 0%
Worst EP required - 1.44 ns
unrepaired setup endpoints after global routing - no
largest area contributor in the synthesized netlist - xor2_1
1st-pass router iterations - 1
ys cells - 12
# setup viols final - 0
share of layout cells above drive strength 1 - 4.35%
Total Wirelength - 393 microns
# clk buffers - 0
setup tns final - 0 ns
count of tool warnings - 32
Pint - 0.0204 mW
fin. max-slew vios - 0
DR vias - 121
average wire per standard cell - 5.70 microns
Comb pwr share - 100.0%
initial antenna violation count - 0
fp_density - 2.56%
DP Cell Count - 69
Hold WC Path Type - in -> out
GR Util All Layers - 1.06%
worst path arrival time - 1.36 ns
Row Count - 21
first-pass GRT wire length - 579 microns
largest net degree at the start of global routing - 3
Max Clock Freq - 0.581 GHz
non-filler cells, final - 69
Flop pwr share - 0%
initial DRC count - 0
Final period util - 95.6%
pwr dens - 127 nW/um^2
fin crit period - 1.72 ns
number of diodes - 0
DRC Markers - 0
Synth-to-Final Area Change - 183%
Die Y - 80 microns
I/O pins - 13
Ys Warns - 1
status - finished, final reports clean
biggest area cells - xor2_1 30%, nor4_2 14%, and4_1 10%, xnor2_1 10%, buf_4 8.6%
max-cap violations - 0
post-synthesis cell count - 12
gpl congestion - 0.797
Fin. Hold Viols - 0
YS chip area - 87.6 sq um
peak supply drop - 0.0000109 V
Core Region - 3420 sq um
vias in the first global route - 139
Die ar. - 6400 sq um
Synth cell types - 10
Max-area cell share - 30.0%
Vias/cell - 1.75
crit path max fanout - 2
FF+latch area - 0 sq um
Net Switching - 0.0111 mW
[final cells by class]
cell class | instances | area, sq um
fill | 409 | 3170
tap | 46 | 57.6
multi-input combinational | 11 | 80.1
timing repair buffer | 12 | 110
[repair_timing]
item | 4_1_cts | 5_1_grt
gates resized | 13 | 1
pin swaps | 5 | 2
hold endpoints to repair | 0 | 0
setup endpoints to repair | 1 | 1
[cells in the mapped netlist (all sizes together)]
library cell and number:
and4 1, buf 1, conb 1, nand2 1, nor3 1, nor4 1, o21ai 1, or2 1
xnor2 1, xor2 3
[logic make-up (layout without fill, tap and decap cells)]
logic type | Yosys count | count (layout) | synth area share, %
compound gates | 1 | 1 | 5.71
other cells | 1 | 1 | 4.28
simple gates | 5 | 5 | 41.4
xor+xnor | 4 | 4 | 40.0
buf+inv | 1 | 12 | 8.57
[path summary, 6_finish.rpt]
kind	start	end	cells after the start
max	i_wb_rd[0]	o_forward_b[0]	5
min	i_mem_rs2[0]	o_forward_b[0]	4
[placed cells by master, fill, tap and decap left out]
| cell | netlist | final |
|---|---|---|
| xnor2_1 | 1 | 1 |
| or2_0 | 1 | 1 |
| dlygate4sd2_1 | 0 | 8 |
| conb_1 | 1 | 1 |
| clkdlybuf4s50_1 | 0 | 1 |
| and4_1 | 1 | 1 |
| nor4_2 | 1 | 1 |
| o21ai_1 | 1 | 1 |
| nand2_1 | 1 | 1 |
| xor2_1 | 3 | 3 |
| nor3_1 | 1 | 1 |
| clkdlybuf4s15_1 | 0 | 3 |
[power by group through the flow]
stage	clock, mW	combinational, mW	sequential [mW]
after CTS	0	0.0318	0
after global routing	0	0.0349	0
final	0	0.0315	0
[critical path: stages]
cell,delay (ns)
clkdlybuf4s15_1,0.20
nor4_2,0.29
o21ai_1,0.10
and4_1,0.17
dlygate4sd2_1,0.24
[per-layer routing]
| metal | track usage (%) | part of all wire, % | vias up |
|---|---|---|---|
| met3 | 0.568 | 21 | 0 |
| met2 | 1.69 | 35 | 10 |
| li1 | - | - | 62 |
| met1 | 1.32 | 44 | 49 |
| met4 | 0 | 0 | 0 |
| met5 | 0 | 0 | - |
[per-stage QoR]
| step | power, mW | area, sq um | setup slack [ns] |
|---|---|---|---|
| after detailed placement | 0.0390 | 258 | -0.368 |
| after global placement | 0.0387 | 258 | -0.362 |
| after floorplan | 0.0110 | 87.6 | 0.618 |
| after CTS | 0.0318 | 246 | 0.0255 |
| final | 0.0315 | 248 | 0.0787 |
| after global routing | 0.0349 | 248 | 0.00559 |
Power is estimated from default activity; no workload was simulated.
