--- ./design.v ---
module mux_4to1
#(
    parameter DATA_WIDTH = 32                   
) (
    output reg [DATA_WIDTH - 1 : 0] o_data ,    
    input      [DATA_WIDTH - 1 : 0] i_data0,    
    input      [DATA_WIDTH - 1 : 0] i_data1,    
    input      [DATA_WIDTH - 1 : 0] i_data2,    
    input      [DATA_WIDTH - 1 : 0] i_data3,    
    input      [ 1 : 0]             i_sel       
);
    always @(*) begin
        case (i_sel)
            2'b00  : o_data = i_data0;     
            2'b01  : o_data = i_data1;     
            2'b10  : o_data = i_data2;     
            2'b11  : o_data = i_data3;     
        endcase
    end
endmodule
--- ./run.sh ---
#!/bin/bash
# OpenROAD 26Q1-2900-gdf79404cd8, Yosys 0.63+post, stock flow scripts
make -C /OpenROAD-flow-scripts/flow DESIGN_CONFIG=/design/flow/config.mk WORK_HOME=/design/flow/orfs finish
--- ./config.mk ---
export PLATFORM = sky130hd
export DESIGN_NAME = mux_4to1
export DESIGN_NICKNAME = mux_4to1
export VERILOG_FILES = /design/flow/design.v
export SDC_FILE = /design/flow/constraint.sdc
export NUM_CORES = 4
export LEC_CHECK = 1
export CORE_AREA = 10 10 76 76
export DIE_AREA = 0 0 86 86
--- ./constraint.sdc ---
current_design mux_4to1

set clk_period 1.1
set clk_io_pct 0.2

create_clock -name clk0 -period $clk_period

set non_clock_inputs [all_inputs -no_clocks]
set_input_delay [expr $clk_period * $clk_io_pct] -clock clk0 $non_clock_inputs
set_output_delay [expr $clk_period * $clk_io_pct] -clock clk0 [all_outputs]
==> run summary <==
crit path launch type - primary input
CP peak stage delay - 0.47 ns
WP data required - 0.88 ns
row cnt - 23
share of the synthesized area in the top cell type - 82.9%
final hold violation count - 0
largest net degree at the start of global routing - 17
antenna violations before repair - 1
endpoints failing setup - 32
PD cells - 334 mW/mm^2
RePlAce Congestion - 0.888
Slew @ Worst Pin - 0.103 ns
met2 Usage GRT - 29.5%
num sequential - 0
mapped cell area - 815 um^2
Final ANT Viol Nets - 0
area occupied by registers - 0 um^2
Leak - 1.13 nW
First DRT Iteration DRCs - 41
cycle use final - 125%
clk_buf instances - 0
Max Slew Vio Count - 0
delay-heaviest family, CP - multiplexers
GRT Residual Overflow - 0
crit path cell chain - buf_12 -> buf_16 -> buf_6 -> mux4_2 -> buf_2
CP max stage cell - mux4_2
Post-Place Cells - 247
first-pass GRT wire length - 8960 um
gr usage total - 16.2%
chip height - 86 um
Worst setup EP type - output port
Synth top cells by count - 30 x mux4_2, 3 x buf_12, 3 x buf_2
Final Critical Period - 1.38 ns
Ys Warns - 1
total tool warning count - 36
Syn-to-layout area delta - 186%
critical path data arrival time - 1.16 ns
setup slack after layout - -0.278 ns
M3 GR Usage - 9.25%
busiest grt layer - met2
die width - 86 um
Rel. slew slack - 93.1%
Hold Path Class - in -> out
WL/cell - 23.5 um
Post-CTS Hold Buffers - 0
via-per-instance ratio - 4.65
Buf/Inv on CP - 4
RSZ-0062 raised after global routing - true
fraction of layout cells with a size suffix above 1 - 37.9%
cell with the most instances after synthesis - mux4_2
post-DP HPWL - 5290 um
dominant cell type by area after synthesis - mux4_2
Crit Path Class - in -> out
crit path max fanout - 7
Post-Syn Area per Cell - 20.9 um^2
WL final - 6050 um
met1 Resource Use GR - 16.2%
outcome - complete, but fails checks
cells after synthesis - 39
IO Port Bufs - 162
Cell Type Count - 5
full die area - 0.00740 mm^2
FP Util - 19.8%
Core ar. - 0.00412 mm^2
failing checks - setup timing
yosys stat area - 815 um^2
io pins - 162
Setup TNS - -7.14 ns
total power - 777 uW
sequential area share after synthesis - 0%
top cells, area - mux4_2 83%, buf_12 7.4%, mux4_1 6.5%
via count - 1194
# DRC - 0
total of max-cap violations - 0
Peak Freq - 726 MHz
drt first pass iters - 4
Yosys Instances - 39
Peak supply drop - 0.189 mV
Post-Layout Cell Count - 257
vias in the first global route - 1487
==> report_power, final <==
group	internal, mW	switching (mW)	total [mW]	leakage (nW)
logic	0.580	0.197	0.777	1.13
clock network	0.000000122	0	0.000000122	0.00000634
registers	0	0	0	0
total	0.580	0.197	0.777	1.13
==> through the flow <==
step	hold WS [ns]	cell area (um^2)	setup WS (ns)	utilization, %
6_report	0.922	2330	-0.278	56.6
5_1_grt	0.941	2330	-0.323	56.6
3_5_place_dp	1.34	2470	-0.852	60.0
2_1_floorplan	0.526	823	-0.0316	-
3_3_place_gp	1.34	2470	-0.848	60.0
4_1_cts	0.926	2310	-0.288	56.1
==> repair_timing <==
action / CTS / global route
setup endpoints to repair: 32 / 32
cloned: 4 / 0
gates resized: 243 / 2
buffers inserted: 4 / 1
==> cells by family after synthesis <==
kind of cell,Yosys count,share of synthesized area (%)
buf+inv,7,10.6
mux,32,89.4
==> placed cells by master (no fill, tap or decap), drive strengths merged <==
| cell type | count |
|---|---|
| dlygate4sd2 | 128 |
| buf | 45 |
| mux4 | 32 |
| diode | 1 |
| bufbuf | 1 |
==> per-layer routing <==
layer	wire, um	share of wire [%]
met1	1900	31
met2	3220	53
met3	898	15
met4	33	0.55
met5	0	0
==> path summary, 6_finish.rpt <==
kind | cells after the start | endpoint | start
hold / removal | 3 | o_data[30] | i_data2[30]
setup / recovery | 5 | o_data[31] | i_sel[0]
==> area by class of cell <==
class | instances | area (um^2)
fill | 419 | 1790
timing repair buffer | 174 | 1540
multi-input combinational | 32 | 721
tap | 50 | 62.6
antenna | 1 | 2.50
No activity file was given, so power comes from the tool's default toggle rates.
